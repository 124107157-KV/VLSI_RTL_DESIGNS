[constraint.sdc]
current_design sync_fifo

set clk_period 7.3
set clk_io_pct 0.2

create_clock -name clk0 -period $clk_period [get_ports {clk}]

set non_clock_inputs [all_inputs -no_clocks]
set_input_delay [expr $clk_period * $clk_io_pct] -clock clk0 $non_clock_inputs
set_output_delay [expr $clk_period * $clk_io_pct] -clock clk0 [all_outputs]
[run.sh]
#!/bin/bash
# OpenROAD 26Q1-2900-gdf79404cd8, Yosys 0.63+post, stock flow scripts
make -C /OpenROAD-flow-scripts/flow DESIGN_CONFIG=/design/flow/config.mk WORK_HOME=/design/flow/orfs finish
[config.mk]
export PLATFORM = sky130hd
export DESIGN_NAME = sync_fifo
export DESIGN_NICKNAME = sync_fifo
export VERILOG_FILES = /design/flow/design.v
export SDC_FILE = /design/flow/constraint.sdc
export NUM_CORES = 4
export LEC_CHECK = 1
export CORE_UTILIZATION = 50
[design.v]
`timescale 1ns/1ps
module sync_fifo #(
    parameter WIDTH = 32,
    parameter DEPTH = 8
)(
    input wire clk,
    input wire rst,
    input wire wr_en,
    input wire rd_en,
    input wire [WIDTH-1:0] din,
    output reg [WIDTH-1:0] dout,
    output reg full,
    output reg empty
);
    reg [WIDTH-1:0] mem [0:DEPTH-1];
    reg [$clog2(DEPTH)-1:0] wptr, rptr;
    reg [$clog2(DEPTH):0] count;
    always @(posedge clk or posedge rst) begin
        if (rst) begin
            wptr  <= 0;
            rptr  <= 0;
            count <= 0;
            full  <= 0;
            empty <= 1;
            dout  <= 0;
        end else begin
            if (rd_en && !empty) begin
                dout <= mem[rptr];
                rptr <= (rptr + 1) % DEPTH;
            end
            if (wr_en && !full) begin
                mem[wptr] <= din;
                wptr <= (wptr + 1) % DEPTH;
            end
            case ({wr_en && !full, rd_en && !empty})
                2'b10: count <= count + 1;    
                2'b01: count <= count - 1;    
                default: count <= count;      
            endcase
            full  <= (count == DEPTH-1) && (wr_en && !full) && !(rd_en && !empty)
                   ? 1'b1 : (count == DEPTH) && !(rd_en && !empty) ? 1'b1 : 1'b0;
            empty <= (count == 1) && (rd_en && !empty) && !(wr_en && !full)
                   ? 1'b1 : (count == 0) && !(wr_en && !full) ? 1'b1 : 1'b0;
        end
    end
endmodule
==> COMMIT_EDITMSG <==
Store results of the implementation flow

* Run status: finished, final reports clean
* Clock buffers created by TritonCTS: 31
- The worst register-to-register path ends at dout[19]$_DFFE_PP0P_.
* Clock skew: 0.00546 ns
* Routability-driven placement congestion ratio: 0.789
- Largest net degree at the start of global routing: 45
* Pre-CTS setup slack: 3.73 ns
* Count of maximum capacitance violations: 0
- The number of antenna violations at the first check in global routing was 1.
- Clk pin slew, worst setup/hold paths: 0.06 ns
- Final Hold Viols: 0
- Counting cells, the worst reg-to-reg path comes to 8.
- The skew report gives the latency at the later pin of the worst-skew pair as 0.53 ns.
* Cell at the root of the clock tree: clkbuf_16
- Critical path, cell by cell: inv_1 -> ha_1 -> buf_4 -> nor2b_4 -> buf_4 -> a221oi_1 -> o211a_1 -> o21ai_0
* Pre-Place Util: 0.513
- Worst-margin pin slew: 0.830 ns
- After synthesis, the design contains 671 cells according to Yosys.
- Power density cells: 383 nW/um^2
- STA reports a reg2reg setup slack of 4.00 ns.
* Largest driver fanout on the critical path: 23
* Core box area: 22800 sq um
* Inst Count DP: 1027
* Class of the worst hold path: flop to flop
- The longest clock path from root to sink contains 3 buffers.
- Counting the warning lines in the Yosys log gives 2.
- For the worst reg-to-reg path, the startpoint reported by OpenROAD is rptr[0]$_DFFE_PP0P_.
- During placement, the flow inserted port buffers numbering 69.
- Site row count: 55
* Count of clock tree sinks: 300
- Mean routed wirelength per cell: 22.1 um
- Share of the clock period used by the worst path: 0.452
* Overall power after layout: 5.22 mW
* Die H: 155 um
- CP dominant cell by count: buf_4
- Per the detail_route report, vias per standard cell equal 5.76.
* Area of placed instances: 12700 sq um
- Per Yosys stat, the portion of area used by sequential elements is 0.750.
* Number of synthesized flops with an enable pin: 256
- Horizontal die dimension: 155 um
* Final setup viols: 0
- Kind of critical path: flop to flop
- Cell type with the largest total area: edfxtp_1
- Count of vias placed by the detailed router: 6244
- Largest delay share family, worst path: buffers and inverters
* Initial detailed-routing violation count: 294
- HPWL after detailed placement: 11800 um
- For this run, the chip area from Yosys synthesis comes to 11700 sq um.
- Crit. Startpoint: rptr[0]$_DFFE_PP0P_
- Capture point of the worst path: dout[19]$_DFFE_PP0P_
- Setup TNS: 0 ns
- Quantity of hold-fixing buffers added after cts: 0
* Cell area after layout: 13600 sq um
* Total detailed-routing wirelength: 24000 um
- H-tree levels: 1
* Setup repair bufs after CTS: 0
* Global-route congestion overflow total: 0
* Max_slew headroom: 0.446
* Number of fillers in the final layout: 1687
- Unrepaired setup endpoints after global routing: false
* Commonest cells in the netlist: 256 x edfxtp_1, 43 x dfrtp_1, 37 x nand2_1
- FFs w/ async S/R, synth: 0.147
* Crit. path cell count: 8
* Maximum vdd ir drop: 202 uV
- The analysis attributes to cell leakage a power of 4.82 nW.
- In this run the count of I/O pins placed on the die edge is 70.
* Highest achievable clock rate: 0.303 GHz
- Global-route wire length before repair: 36800 um
* Post-route ant nets: 0
- Share of layout cells above drive strength 1: 0.160
* Number of global-route vias before repair: 6632
* Arrival time at the worst endpoint: 3.75 ns
- Dominant synthesized flop cell: edfxtp_1
- Post-route non-filler standard cell count: 1084
* Instance count of the mapped netlist: 671
* Pins Over Slew Limit: 0
- Sum of buffers and inverters on the critical path: 3
- At the worst endpoint, the required time is 7.75 ns.
- Global-route total usage across every layer: 0.228
* Residual DRC: 0
* Cell with the most instances after synthesis: edfxtp_1
- STA classifies the critical path endpoint as a flop.
- Delay of the slowest cell on the worst path: 0.62 ns
* Fin worst setup slack: 4.00 ns
* Area growth from synthesis to final layout: 16.2%
- In the Yosys stats the netlist draws on 40 distinct library cells.
- Post-CTS resize count: 0
- Per the STA report, the cell with the highest stage delay on the worst path is ha_1.
* Ranking of synthesized cells by area: edfxtp_1 66%, dfrtp_1 9.2%, a221oi_2 3.2%
* Total iterations of the first detailed-routing run: 4
- Mapped Avg Cell Area: 17.5 sq um
* CP startpoint kind: flop
- After synthesis the cells add up to 11700 sq um.
- Flops out of synthesis: 300
- Die Footprint: 24100 sq um
* Tool warnings: 36
* CTS tree: done
- Shortest period the worst path allows: 3.30 ns
* Share of the synthesized area in the top cell type: 0.656
-- placed cells by master (no fill, tap or decap), drive strengths merged, types with 2 or more instances in the layout --
cell           Yosys  layout
nor3               2       2
xnor2              5       5
clkdlybuf4s50      0      69
a21oi              2       2
clkinv             0       8
o21ai             66      66
and3               3       3
a22o              32      32
nor2               3       3
clkbuf            21      48
mux2              32      32
and2               5       5
o211a             31      31
buf               24      19
inv               12      12
nor4               2       2
ha                17      17
nand2b             2       2
nand2             38      38
dfrtp             43      43
a221oi            33      33
edfxtp           256     256
a22oi             32      32
-- cell type report --
class	count	area, sq um	area share
sequential	300	8790	0.645
multi-input combinational	314	2650	0.195
clock buffer	48	880	0.0645
timing repair buffer	88	833	0.0611
tap	313	392	0.0287
inverter	12	45.0	0.00330
clock inverter	8	35.0	0.00257
antenna	1	2.50	0.000184
-- report_power, final --
part | internal (mW) | switching, mW
Combinational | 0.729 | 0.870
Clock | 0.819 | 0.590
Sequential | 2.10 | 0.112
Total | 3.65 | 1.57
-- through the flow --
stage                      util  hold WS [ns]
after floorplan               -         0.396
after global placement    0.556         0.415
after detailed placement  0.556         0.415
after CTS                 0.596         0.430
after global routing      0.597         0.452
final                     0.597         0.427
-- how the worst min path moves through the flow --
stage                                 from              end  slack, ns  cells after the start
final                 count[2]$_DFFE_PP0P_  empty$_DFF_PP1_       0.43                      1
after global routing  count[2]$_DFFE_PP0P_  empty$_DFF_PP1_       0.45                      1
after CTS             count[2]$_DFFE_PP0P_  empty$_DFF_PP1_       0.43                      1
-- state kept, by name, summed over array words and instances, names as in the netlist --
signal / cells
count: 4
dout: 32
empty: 1
full: 1
mem: 256
rptr: 3
wptr: 3
-- cell families after synthesis --
| logic type | share of synthesized area |
|---|---|
| AOI/OAI and AO/OA | 0.140 |
| xor gates and xnor gates | 0.00448 |
| adders and majority gates | 0.0181 |
| buffers and inverters | 0.0249 |
| DFF | 0.750 |
| muxes | 0.0396 |
| and+or+nand+nor | 0.0235 |
-- layer usage --
layer | up-vias | share of wire | global-route usage
met5 | - | 0 | 0
met4 | 0 | 0.018 | 0.0415
met3 | 36 | 0.11 | 0.116
met2 | 314 | 0.50 | 0.354
met1 | 3068 | 0.37 | 0.316
li1 | 2826 | - | -
Power is estimated from default activity; no workload was simulated.
