File: design/flow/config.mk
export PLATFORM = sky130hd
export DESIGN_NAME = calculator
export DESIGN_NICKNAME = calculator
export VERILOG_FILES = /design/flow/design.v
export SDC_FILE = /design/flow/constraint.sdc
export NUM_CORES = 4
export LEC_CHECK = 1
export CORE_AREA = 10 10 71 71
export DIE_AREA = 0 0 81 81
File: design/flow/constraint.sdc
current_design calculator

set clk_period 4.2
set clk_io_pct 0.2

create_clock -name clk0 -period $clk_period

set non_clock_inputs [all_inputs -no_clocks]
set_input_delay [expr $clk_period * $clk_io_pct] -clock clk0 $non_clock_inputs
set_output_delay [expr $clk_period * $clk_io_pct] -clock clk0 [all_outputs]
File: design/flow/design.v
module calculator (
    input [3:0] A,          
    input [3:0] B,          
    input [1:0] op,         
    output reg [7:0] result,  
    output reg divide_by_zero  
);
    wire [3:0] sum, diff, prod;
    wire [3:0] quotient;
    wire carry_out, borrow_out;
    wire ha1_sum, ha1_carry, ha2_sum, ha2_carry, ha3_sum, ha3_carry, ha4_sum, ha4_carry;
    wire fa1_sum, fa1_carry, fa2_sum, fa2_carry, fa3_sum, fa3_carry, fa4_sum, fa4_carry;
    xor(ha1_sum, A[0], B[0]);
    and(ha1_carry, A[0], B[0]);
    xor(fa1_sum, A[1], B[1], ha1_carry);
    and(fa1_carry, A[1], B[1], ha1_carry);
    xor(fa2_sum, A[2], B[2], fa1_carry);
    and(fa2_carry, A[2], B[2], fa1_carry);
    xor(fa3_sum, A[3], B[3], fa2_carry);
    and(fa3_carry, A[3], B[3], fa2_carry);
    assign diff = A - B; 
    assign prod = A * B; 
    assign quotient = (B == 0) ? 4'b0000 : A / B;
    always @(*) begin
        divide_by_zero = 0;
        case (op)
            2'b00: result = {4'b0000, sum};     
            2'b01: result = {4'b0000, diff};    
            2'b10: result = {4'b0000, prod};    
            2'b11: if (B == 4'b0000) begin
                      result = 8'b00000000;    
                      divide_by_zero = 1;      
                   end else begin
                      result = {4'b0000, quotient};  
                   end
        endcase
    end
endmodule
File: design/flow/run.sh
#!/bin/bash
# OpenROAD 26Q1-2900-gdf79404cd8, Yosys 0.63+post, stock flow scripts
make -C /OpenROAD-flow-scripts/flow DESIGN_CONFIG=/design/flow/config.mk WORK_HOME=/design/flow/orfs finish
==> Changelog: implementation <==
## Implementation

- Status: finished, violations left
- Failing checks: negative setup slack
- DRC: 0
- Critical Path Fanout Max: 4
- CP peak stage delay: 0.26 ns
- Worst min path class: in -> out
- Post-layout instance area: roughly 1300 sq um
- Max Fclk: a little over 200 MHz
- Cells in synth_stat.txt: 90
- Setup CP Type: in -> out
- Die height: just over 80 um
- Pre-CTS WS: -1.55 ns
- Final worst-path cycle share: 116%
- Syn. warnings: 5
- Synthesized cell area: about 780 sq um
- Final setup margin: -0.663 ns
- Die width: between 80 and 90 um
- Worst Path Buf+Inv: 3
- Placed insts: about 180
- Vias: between 700 and 800
- Startpoint Class: primary input
- Critical Path End Type: primary output
- Post-Syn Area per Cell: slightly below 9 sq um
- Max Slew Vio Count: 0
- Hold Buf Count CTS: 0
- CP Data Arrival Time: 4.02 ns
- Antenna-violating nets left: 0
- Initial antenna violation count: 0
- Core Region: about 3600 sq um
- First-pass GRT wire length: ~3.5 mm
- Post-Route WL: around 2.1 mm
- Per-cell routed wire length: 11.2 um
- Sequential share of power: 0%
- Power Dens Cells: roughly 140 nW/um^2
- FILL cells: approximately 370
- Gate power share: around 100%
- TritonRoute pass-1 iters: 4
- Seq share, synth: 0%
- Placed instance area: between 1000 and 1500 sq um
- OpenROAD warnings: between 40 and 50
- Synthesis area per yosys: roughly 800 sq um
- Cell family with most CP delay: AND-OR/OR-AND gates
- Initial DRC count: approximately 69
- GRT met3 Usage: less than 1%
- Clock buffer count: 0
- Met2 GRT Util: 10.7%
- Ratio of cells with drive above 1 in the final layout: between 40% and 50%
- Fp util: between 20% and 30%
- Total track usage: approximately 6.4%
- IO Port Bufs: 15
- Rows: 22
- Largest net degree at the start of global routing: 9
- Area growth syn-to-layout: 71.8%
- Vias in the first global route: roughly 770
- Remaining Overflow, GRT: 0
- Clk network pwr share: 0%
- Critical Path Start: B[0]
- Hold path startpoint: A[0]
- Vias per inst: 4.14
- Fin cells: between 150 and 200
- RSZ-0062 raised after global routing: yes
- Top cells, area: ha_1 (35%), xnor2_1 (7.9%), xor2_1 (4.5%)
- Largest area contributor in the netlist: ha_1
- Shortest period the worst path allows: 4.86 ns
- Slowest stage cell, crit path: ha_1
- Final Hold Fails: 0
- Number of max-cap violations: 0
- Worst path cell trace: buf_8 -> inv_4 -> ha_4 -> nor4b_4 -> a2bb2oi_2 -> ha_1 -> o21a_1 -> o211ai_4 -> nand2_2 -> o21ai_4 -> ha_4 -> o21ai_2 -> nand2b_1 -> a21oi_4 -> nor2_4 -> mux2i_1 -> ha_1 -> a21o_1 -> a21o_1 -> a21oi_2 -> o21ai_2 -> buf_2
- Synth cell types: 30
- Internal: approximately 110 uW
- Req. time, crit path: 3.36 ns
- Gpl congestion: between 0.7 and 0.8
- FF/Latch Area: 0 sq um
- Sw power: ~80 uW
- Leak: about 0.65 nW
- # IOs: 19
- Met1 Use GR: under 10%
- N_diodes: 0
- Endpoints failing setup: 2
- Flip-flops: 0
- Switch share: 41.9%
- Die area: 6560 sq um
- Peak VDD IR: a little over 0.00004 V
- Syn Inst Count: roughly 90
- Gr busiest metal: met2
- Max-area cell share: approximately a third
- Dpl hpwl: 1.75 mm
-- per-stage QoR --
step	hold WS [ns]	setup TNS, ns	utilization (%)	power [mW]
floorplan	1.69	-0.373	-	0.0854
global placement	2.72	-2.65	32.2	0.148
detailed placement	2.71	-2.79	32.2	0.150
CTS	2.32	-0.826	34.1	0.166
global route	2.36	-1.25	36.9	0.208
finish	2.27	-0.854	36.9	0.188
-- cell usage in the layout (no fill, tap or decap), types with 2 or more instances in the layout --
master and n:
xnor2_1 7, buf_4 34, nand2b_1 2, conb_1 4, a21o_1 4, nor2_1 5
clkdlybuf4s50_1 6, inv_1 4, ha_1 17, nand2_1 6, nor2b_1 2, buf_2 6
buf_6 2, xor2_1 4, ha_4 5, o21ai_2 2
-- logic make-up (layout without fill, tap and decap cells) --
logic type / after synthesis / in the layout / share of synthesized area [%]
AOI/OAI and AO/OA: 19 / 19 / 20.5
xor gates and xnor gates: 11 / 11 / 12.3
adders and majority gates: 23 / 23 / 37.8
buffers and inverters: 11 / 57 / 8.17
muxes: 3 / 3 / 4.17
other: 1 / 4 / 0.480
and+or+nand+nor: 22 / 22 / 16.5
-- cell usage after synthesis --
cell type and n:
fa_1 1, nor3_1 2, a21oi_1 3, nand3_1 1
buf_4 4, nor2b_1 2, a21o_1 4, o211ai_4 1
conb_1 1, a221oi_2 1, nor3_4 1, xnor2_1 7
buf_6 1, mux2_1 1, ha_1 22, a2bb2oi_2 1
o221ai_1 1, o22ai_1 1, a211o_1 1, mux2_2 1
mux2i_1 1, o21ai_0 4, nand2_1 7, nor4b_4 1
inv_1 6, xor2_1 4, nand2b_1 2, o31ai_2 1
o21a_1 1, nor2_1 6
-- layout make-up --
cell class / count / area (sq um) / share of cell area, %
inverters: 6 / 25.0 / 1.87
multi-input cells: 82 / 852 / 63.5
repair buffers: 51 / 404 / 30.1
well taps: 48 / 60.1 / 4.48
-- power groups by stage --
stage	Clock, mW	Combinational (mW)	Sequential (mW)
CTS	0	0.166	0
global route	0	0.208	0
finish	0	0.188	0
-- layer usage --
metal	share of wire (%)	routed length (um)	vias to the layer above
li1	-	-	411
met1	50	1050	347
met2	44	925	16
met3	6.0	126	0
met4	0	0	0
met5	0	0	-
-- timing repair --
action | in CTS | in global routing
resized | 35 | 13
endpoints found under the setup margin | 4 | 3
pin swaps | 18 | 12
endpoints found under the hold margin | 0 | 0
setup buffers | 9 | 4
-- path summary, 6_finish.rpt --
kind,endpoint,cells after the start
setup / recovery,result[0],22
hold / removal,result[0],6
Power is estimated from default activity; no workload was simulated.
