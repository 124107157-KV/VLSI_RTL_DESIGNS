==> design.v <==
module cla_4bit (
    input [3:0] A,       
    input [3:0] B,       
    input CIN,           
    output [3:0] SUM,    
    output COUT          
);
    wire [3:0] G, P;     
    wire [3:0] C;        
    assign G = A & B;          
    assign P = A ^ B;          
    assign C[0] = CIN;
    assign C[1] = G[0] | (P[0] & CIN);
    assign C[2] = G[1] | (P[1] & C[1]);
    assign C[3] = G[2] | (P[2] & C[2]);
    assign COUT = G[3] | (P[3] & C[3]);
    assign SUM = P ^ C;
endmodule
==> run.sh <==
#!/bin/bash
# OpenROAD 26Q1-2900-gdf79404cd8, Yosys 0.63+post, stock flow scripts
make -C /OpenROAD-flow-scripts/flow DESIGN_CONFIG=/design/flow/config.mk WORK_HOME=/design/flow/orfs finish
==> config.mk <==
export PLATFORM = sky130hd
export DESIGN_NAME = cla_4bit
export DESIGN_NICKNAME = cla_4bit
export VERILOG_FILES = /design/flow/design.v
export SDC_FILE = /design/flow/constraint.sdc
export NUM_CORES = 4
export LEC_CHECK = 1
export CORE_AREA = 10 10 70 70
export DIE_AREA = 0 0 80 80
==> constraint.sdc <==
current_design cla_4bit

set clk_period 5.0
set clk_io_pct 0.2

create_clock -name clk0 -period $clk_period

set non_clock_inputs [all_inputs -no_clocks]
set_input_delay [expr $clk_period * $clk_io_pct] -clock clk0 $non_clock_inputs
set_output_delay [expr $clk_period * $clk_io_pct] -clock clk0 [all_outputs]
==> job_summary.md <==
### Flow metrics

| Metric | Value |
|---|---|
| Most numerous logic cell after layout | `clkdlybuf4s50_1` |
| First drt pass iteration count | `1` |
| Worst-path cell chain | `clkdlybuf4s50_1 > inv_1 > fa_1 > inv_1 > fa_1 > fa_1 > inv_1 > fa_1 > inv_1 > clkdlybuf4s50_1` |
| Tightest Pin Transition | `0.104 ns` |
| Slowest-stage cell, CP | `clkdlybuf4s50_1` |
| Hold depth | `5` |
| Row count | `21` |
| Die X | `80 µm` |
| Relative slew slack | `93.1%` |
| Worst path arrival time | `3.46 ns` |
| Gpl congestion | `0.782` |
| Tool Warnings | `32` |
| Tot GR Track Use | `1.25%` |
| Grt ovf | `0` |
| DRT iter0 DRCs | `0` |
| Drt drc | `0` |
| Peak supply drop | `30.6 µV` |
| Top cells, area | `fa_1 (68%), inv_1 (32%)` |
| Syn_area_per_cell | `8.40 µm²` |
| Num ports | `14` |
| Max Cap Viol | `0` |
| Synth area leader | `fa_1` |
| Hold path start | `B[3]` |
| Sequential fraction of the synthesis area | `0%` |
| Setup WS post-layout | `0.545 ns` |
| CP max FO | `1` |
| Hold Violations, Final | `0` |
| YS chip area | `118 µm²` |
| Die Y | `80 µm` |
| Max Clk Rate | `224 MHz` |
| Initial antenna violation count | `0` |
| Synth warn | `0` |
| Final setup viols | `0` |
| Post-layout instance count excluding filler cells | `74` |
| Kind of critical path | `in2out` |
| Cell Type Count | `2` |
| TNS Setup | `0 ns` |
| RSZ-0062 raised after global routing | `no` |
| Synth-to-Final Area Change | `168%` |
| Final worst path period share | `89.1%` |
| Met1 usage | `1.74%` |
| Hold EP | `COUT` |
| Crit path DRT | `4.00 ns` |
| Share of cells above drive strength 1 | `0%` |
| Cell Pwr Density | `90.7 nW/µm²` |
| Die Area | `6400 µm²` |
| Placed cells | `74` |
| Slew Limit Fails | `0` |
| Hold-fix buffers, CTS | `0` |
| Cts repair resizes | `0` |
| Flop area | `0 µm²` |
| Setup WS pre-CTS | `0.490 ns` |
| P_leak | `0.137 nW` |
| Initial Utilization | `3.44%` |
| Mapped Area | `118 µm²` |
| Area share, top type | `68.1%` |
| CP max stage delay | `0.46 ns` |
| Min cycle time layout | `4.46 ns` |
| Crit path max-delay family | `adder cells` |
| Status | `finished, final reports clean` |
| Most frequent cells in the layout | `clkdlybuf4s50_1 (14), inv_1 (10), fa_1 (4)` |
| Clock buffer count | `0` |
| Grt met2 use | `1.69%` |
| Post-CTS Setup Inserts | `0` |
| Final wirelength | `433 µm` |
| # port buffers | `14` |
| Met3 GRT Util | `0.795%` |
| Vias in the first global route | `132` |
| Hold Crit Class | `in2out` |
| # diodes | `0` |
| Crit end category | `output port` |
| Yosys cell count | `14` |
| Via Count | `125` |
| CP startpoint kind | `input pin` |
| PnR Total Power | `0.0286 mW` |
| Largest net degree at the start of global routing | `2` |
| First-pass GRT wire length | `621 µm` |
| Core ar. | `3420 µm²` |
| Avg Vias per Cell | `1.69` |
| DR WL/cell | `5.85 µm` |
| Most used routing layer | `met1` |
| Post-Syn Instances | `14` |
| WP buf/inv | `6` |
| HPWL Detailed | `437 µm` |
| DRT antenna net count | `0` |
| Registers | `0` |
-- layer usage --
layer  part of all wire, %  vias up
li1                      -       60
met1                    45       52
met2                    31       13
met3                    23        0
met4                     0        0
met5                     0        -
-- kinds of logic after synthesis --
family / count (synthesis) / synth area share (%)
fa+ha+maj: 4 / 68.1
buf+inv: 10 / 31.9
-- cell type report --
cell class | instances | area [µm²]
well taps | 46 | 57.6
repair buffers | 14 | 140
fillers | 396 | 3100
multi-input cells | 4 | 80.1
inverters | 10 | 37.5
-- report_power, final --
part / total [mW] / switching [mW] / internal [mW]
combinational: 0.0286 / 0.00796 / 0.0206
sequential: 0 / 0 / 0
clock: 0 / 0 / 0
-- cells in the mapped netlist --
cell type  count
fa_1           4
inv_1         10
-- through the flow --
stage,util [%],hold slack [ns],cell area (µm²)
floorplan,-,2.11,118
global placement,9.23,3.04,315
detailed placement,9.23,3.07,315
CTS,9.23,3.07,315
global route,9.23,3.11,315
finish,9.23,3.05,315
-- how the worst max path moves through the flow --
stage | start | endpoint | depth (start not counted)
after CTS | B[0] | SUM[3] | 10
after global routing | A[0] | SUM[3] | 10
final | A[0] | SUM[3] | 10
Power figures rest on the tool's default switching activity, not on a simulated workload.
